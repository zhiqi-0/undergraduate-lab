## flow/run.sh

```bash
#!/bin/bash
# OpenROAD 26Q1-2900-gdf79404cd8, Yosys 0.63+post, stock flow scripts
make -C /OpenROAD-flow-scripts/flow DESIGN_CONFIG=/design/flow/config.mk WORK_HOME=/design/flow/orfs finish
```

## flow/config.mk

```make
export PLATFORM = sky130hd
export DESIGN_NAME = control
export DESIGN_NICKNAME = control
export VERILOG_FILES = /design/flow/design.v
export SDC_FILE = /design/flow/constraint.sdc
export NUM_CORES = 4
export LEC_CHECK = 1
export CORE_AREA = 10 10 200 200
export DIE_AREA = 0 0 210 210
```

## flow/constraint.sdc

```tcl
current_design control

set clk_period 19.3
set clk_io_pct 0.2

create_clock -name clk0 -period $clk_period

set non_clock_inputs [all_inputs -no_clocks]
set_input_delay [expr $clk_period * $clk_io_pct] -clock clk0 $non_clock_inputs
set_output_delay [expr $clk_period * $clk_io_pct] -clock clk0 [all_outputs]
```

## flow/design.v

```verilog
`timescale 1ns / 1ps
module control(
input clk,
input rst_n,
input [5:0] op,
input [5:0] funct,
input Zero,
input [31:0] RegD1D,
input [31:0] RegD2D,
input [4:0] RegAddrD1,
input [4:0] RegAddrD2,
input [31:0] SignImmD,
input [31:0] PCPlus4D,
input [31:0] ALUResE,
input [31:0] ALUResM,
input [31:0] RegWriteDataW,
output reg [4:0] ALUopD,
output reg ALUSrcAD,
output reg ALUSrcBD,
output reg RegDstD,
output reg MemWriteD,
output reg MemtoRegD,
output reg RegWriteD,
output reg JumpD,
output reg JumpRD,
output reg BranchD,
output reg PCSrcD,
output reg [31:0] PCBranch,
input [1:0] ForwardDs,
input [1:0] ForwardDt,
input FlushD
    );
reg [31:0] Compares;
reg [31:0] Comparet;
reg [2:0] BranchOp = 0;
reg ConditionD;
always@(*) begin
	if(~rst_n) begin
		Compares <= 0; Comparet <= 0;
	end
	else begin
		case(ForwardDs)
		2'b00: Compares <= RegD1D;
		2'b01: Compares <= ALUResE;
		2'b10: Compares <= ALUResM;
		2'b11: Compares <= RegWriteDataW;
		endcase
		case(ForwardDt)
		2'b00: Comparet <= RegD2D;
		2'b01: Comparet <= ALUResE;
		2'b10: Comparet <= ALUResM;
		2'b11: Comparet <= RegWriteDataW;
		endcase
	end
end
always@(*) begin    
	if(~rst_n) begin
		MemtoRegD <= 0; MemWriteD <= 0; BranchD <= 0; JumpD <= 0; BranchOp <= 0;
		RegWriteD <= 0; ALUopD <= 0; ALUSrcAD <= 0; ALUSrcBD <= 0; RegDstD <= 0; JumpRD <= 0;
	end
	else if(FlushD) begin
		MemtoRegD <= 0; MemWriteD <= 0; BranchD <= 0; JumpD <= 0; BranchOp <= 0;
		RegWriteD <= 0; ALUopD <= 0; ALUSrcAD <= 0; ALUSrcBD <= 0; RegDstD <= 0; JumpRD <= 0;
	end
	else begin
		case(op)
		6'b000000: begin 
			case(funct)
			6'b100000: begin	 
				MemtoRegD <= 0; MemWriteD <= 0; BranchD <= 0; JumpD <= 0; BranchOp <= 0;
				RegWriteD <= 1; ALUopD <= 5'h1; ALUSrcAD <= 0; ALUSrcBD <= 0; RegDstD <= 1; JumpRD <= 0;
			end
			6'b100001: begin  
				MemtoRegD <= 0; MemWriteD <= 0; BranchD <= 0; JumpD <= 0; BranchOp <= 0;
				RegWriteD <= 1; ALUopD <= 5'h1; ALUSrcAD <= 0; ALUSrcBD <= 0; RegDstD <= 1; JumpRD <= 0;
			end
			6'b100010: begin   
				MemtoRegD <= 0; MemWriteD <= 0; BranchD <= 0; JumpD <= 0; BranchOp <= 0;
				RegWriteD <= 1; ALUopD <= 5'h2; ALUSrcAD <= 0; ALUSrcBD <= 0; RegDstD <= 1; JumpRD <= 0;
			end
			6'b100011: begin  
				MemtoRegD <= 0; MemWriteD <= 0; BranchD <= 0; JumpD <= 0; BranchOp <= 0;
				RegWriteD <= 1; ALUopD <= 5'h2; ALUSrcAD <= 0; ALUSrcBD <= 0; RegDstD <= 1; JumpRD <= 0;
			end
			6'b100100: begin  
				MemtoRegD <= 0; MemWriteD <= 0; BranchD <= 0; JumpD <= 0; BranchOp <= 0;
				RegWriteD <= 1; ALUopD <= 5'h3; ALUSrcAD <= 0; ALUSrcBD <= 0; RegDstD <= 1; JumpRD <= 0;
			end
			6'b100110: begin  
				MemtoRegD <= 0; MemWriteD <= 0; BranchD <= 0; JumpD <= 0; BranchOp <= 0;
				RegWriteD <= 1; ALUopD <= 5'h5; ALUSrcAD <= 0; ALUSrcBD <= 0; RegDstD <= 1; JumpRD <= 0;
			end
			6'b100101: begin  
				MemtoRegD <= 0; MemWriteD <= 0; BranchD <= 0; JumpD <= 0; BranchOp <= 0;
				RegWriteD <= 1; ALUopD <= 5'h4;ALUSrcAD <= 0; ALUSrcBD <= 0; RegDstD <= 1; JumpRD <= 0;
			end
			6'b100111: begin  
				MemtoRegD <= 0; MemWriteD <= 0; BranchD <= 0; JumpD <= 0; BranchOp <= 0;
				RegWriteD <= 1; ALUopD <= 5'h6; ALUSrcAD <= 0; ALUSrcBD <= 0; RegDstD <= 1; JumpRD <= 0;
			end
			6'b001000: begin  
				MemtoRegD <= 0; MemWriteD <= 0; BranchD <= 0; JumpD <= 0; BranchOp <= 3'h2;
				RegWriteD <= 0; ALUopD <= 5'h7; ALUSrcAD <= 0; ALUSrcBD <= 0; RegDstD <= 0; JumpRD <= 1;
			end
			6'b000000: begin  
				MemtoRegD <= 0; MemWriteD <= 0; BranchD <= 0; JumpD <= 0; BranchOp <= 0;
				RegWriteD <= 1; ALUopD <= 5'h9; ALUSrcAD <= 1; ALUSrcBD <= 0; RegDstD <= 0; JumpRD <= 0;
			end
			6'b000100: begin  
				MemtoRegD <= 0; MemWriteD <= 0; BranchD <= 0; JumpD <= 0; BranchOp <= 0;
				RegWriteD <= 1; ALUopD <= 5'h9; ALUSrcAD <= 0; ALUSrcBD <= 0; RegDstD <= 0; JumpRD <= 0;
			end
			6'b000010: begin  
				MemtoRegD <= 0; MemWriteD <= 0; BranchD <= 0; JumpD <= 0; BranchOp <= 0;
				RegWriteD <= 1; ALUopD <= 5'h10; ALUSrcAD <= 1; ALUSrcBD <= 0; RegDstD <= 0; JumpRD <= 0;
			end
			6'b000110: begin  
				MemtoRegD <= 0; MemWriteD <= 0; BranchD <= 0; JumpD <= 0; BranchOp <= 0;
				RegWriteD <= 1; ALUopD <= 5'h10; ALUSrcAD <= 0; ALUSrcBD <= 0; RegDstD <= 0; JumpRD <= 0;
			end
			default: begin
				MemtoRegD <= 0; MemWriteD <= 0; BranchD <= 0; JumpD <= 0; BranchOp <= 0;
				RegWriteD <= 0; ALUopD <= 5'h7; ALUSrcAD <= 0; ALUSrcBD <= 0; RegDstD <= 1; JumpRD <= 0;
			end
			endcase
		end
		6'b001000: begin  
			MemtoRegD <= 0; MemWriteD <= 0; BranchD <= 0; JumpD <= 0; BranchOp <= 0;
			RegWriteD <= 1; ALUopD <= 5'h1;ALUSrcAD <= 0; ALUSrcBD <= 1;; RegDstD <= 0; JumpRD <= 0;
		end
		6'b001100: begin  
			MemtoRegD <= 0; MemWriteD <= 0; BranchD <= 0; JumpD <= 0; BranchOp <= 0;
			RegWriteD <= 1; ALUopD <= 5'h3; ALUSrcAD <= 0; ALUSrcBD <= 1; RegDstD <= 0; JumpRD <= 0;
		end
		6'b100011: begin  
			MemtoRegD <= 1; MemWriteD <= 0; BranchD <= 0; JumpD <= 0; BranchOp <= 0;
			RegWriteD <= 1; ALUopD <= 5'h1; ALUSrcAD <= 0; ALUSrcBD <= 1; RegDstD <= 0; JumpRD <= 0;
		end
		6'b101011: begin  
			MemtoRegD <= 1; MemWriteD <= 1; BranchD <= 0; JumpD <= 0; BranchOp <= 0;
			RegWriteD <= 0; ALUopD <= 5'h1; ALUSrcAD <= 0; ALUSrcBD <= 1; RegDstD <= 0;JumpRD <= 0;
		end
		6'b000111: begin  
			MemtoRegD <= 0; MemWriteD <= 0; BranchD <= 1;JumpD <= 0; BranchOp <= 3'h1;
			RegWriteD <= 0; ALUopD <= 5'h7; ALUSrcAD <= 0; ALUSrcBD <= 0; RegDstD <= 0; JumpRD <= 0;
		end
		6'b000101: begin  
			MemtoRegD <= 0; MemWriteD <= 0; BranchD <= 1; JumpD <= 0; BranchOp <= 3'h4;
			RegWriteD <= 0; ALUopD <= 5'h7; ALUSrcAD <= 0; ALUSrcBD <= 0; RegDstD <= 0; JumpRD <= 0;
		end
		6'b000100: begin  
			MemtoRegD <= 0; MemWriteD <= 0; BranchD <= 1; JumpD <= 0; BranchOp <= 3'h5;
			RegWriteD <= 0; ALUopD <= 5'h7; ALUSrcAD <= 0; ALUSrcBD <= 0; RegDstD <= 0; JumpRD <= 0;
		end
		6'b000001: begin
			case(RegAddrD2)
			5'b00000: begin  
				MemtoRegD <= 0; MemWriteD <= 0; BranchD <= 1; JumpD <= 0; BranchOp <= 3'h3;
				RegWriteD <= 0; ALUopD <= 5'h7; ALUSrcAD <= 0; ALUSrcBD <= 0; RegDstD <= 0; JumpRD <= 0;
			end
			5'b00001: begin  
				MemtoRegD <= 0; MemWriteD <= 0; BranchD <= 1; JumpD <= 0; BranchOp <= 3'h6;
				RegWriteD <= 0; ALUopD <= 5'h7; ALUSrcAD <= 0; ALUSrcBD <= 0; RegDstD <= 0; JumpRD <= 0;
			end
			default: begin
				MemtoRegD <= 0; MemWriteD <= 0; BranchD <= 0; JumpD <= 0; BranchOp <= 3'h6;
				RegWriteD <= 0; ALUopD <= 5'h7; ALUSrcAD <= 0; ALUSrcBD <= 0; RegDstD <= 0; JumpRD <= 0;
			end
			endcase
		end
		6'b000010: begin  
			MemtoRegD <= 0; MemWriteD <= 0; BranchD <= 0; JumpD <= 1; BranchOp <= 3'h2;
			RegWriteD <= 0; ALUopD <= 5'h7; ALUSrcAD <= 0; ALUSrcBD <= 0; RegDstD <= 0; JumpRD <= 0;
		end
		6'b001101: begin  
			MemtoRegD <= 0; MemWriteD <= 0; BranchD <= 0; JumpD <= 0; BranchOp <= 0;
			RegWriteD <= 1; ALUopD <= 5'h4; ALUSrcAD <= 0; ALUSrcBD <= 1; RegDstD <= 0; JumpRD <= 0;
		end
		6'b001111: begin  
			MemtoRegD <= 0; MemWriteD <= 0; BranchD <= 0; JumpD <= 0; BranchOp <= 0;
			RegWriteD <= 1; ALUopD <= 5'h8; ALUSrcAD <= 0; ALUSrcBD <= 1; RegDstD <= 0; JumpRD <= 0;
		end
		6'b000000: begin  
			MemtoRegD <= 0; MemWriteD <= 0; BranchD <= 0; JumpD <= 0; BranchOp <= 0;
			RegWriteD <= 0; ALUopD <= 5'h0; ALUSrcAD <= 0; ALUSrcBD <= 0; RegDstD <= 0; JumpRD <= 0;
		end
		default: begin
			MemtoRegD <= 0; MemWriteD <= 0; BranchD <= 0; JumpD <= 0; BranchOp <= 0;
			RegWriteD <= 0; ALUopD <= 5'h0; ALUSrcAD <= 0; ALUSrcBD <= 0; RegDstD <= 0; JumpRD <= 0;
		end
		endcase
	end
end
always@(*) begin
	if(~rst_n) begin
		ConditionD <= 0;
	end
	else begin
		case(BranchOp)
			3'h0: ConditionD <= 0;
			3'h1: begin									 
				if(Compares[31:31] == 0 && Compares > 0)
					ConditionD <= 1;
				else
					ConditionD <= 0;
			end
			3'h2: ConditionD <= 1;					 
			3'h3: begin									 
				if(Compares[31:31] == 1)
					ConditionD <= 1;
				else
					ConditionD <= 0;
			end
			3'h4: begin									 
				if(Compares != Comparet) 
					ConditionD <= 1;
				else
					ConditionD <= 0;
			end
			3'h5: begin									 
				if(Compares == Comparet)
					ConditionD <= 1;
				else
					ConditionD <= 0;
			end
			3'h6: begin									 
				if(Compares[31:31] == 0)
					ConditionD <= 1;
				else
					ConditionD <= 0;
			end
			default: ConditionD <= 0;
		endcase
	end
end
always@(*) begin
	PCSrcD <= ConditionD;
end
always@(*) begin
	if(~rst_n) begin
		PCBranch <= 0;
	end
	else begin
		if(JumpD == 1)
			PCBranch <= (SignImmD << 2);
		else if(JumpRD == 1)
			PCBranch <= Compares;
		else 
			PCBranch <= PCPlus4D + (SignImmD << 2);
	end
end
endmodule
```

==> results.yml <==
# implementation run metrics
critical_path:
  timing_worst_setup_path_type: "input port to output port"
  start_kind: "input port"
  crit_slowest_cell: "sky130_fd_sc_hd__a211oi_1"
  critical_path_s_most_frequent_cell: "sky130_fd_sc_hd__clkdlybuf4s50_1"
  largest_stage_delay_worst_path_ns: 0.57
  worst_setup_path_startpoint: "SignImmD[0]"
  critPathArrivalTime_ns: 7.88
  timing.critical_path.fanout_max: 3
  timing.critical_path.buf_inv: 2
  crit_family: "AND-OR/OR-AND gates"
  logic_depth_of_the_worst_setup_path_including_buffers: 13
  worstPathRequired_ns: 15.44
  worst_setup_end_kind: "output port"
  crit_path_cell_trace: "clkdlybuf4s50_1 > ha_1 > fa_1 > a21o_1 > a221o_1 > a211oi_1 > o21ai_1 > a41o_1 > o21a_1 > nor2_1 > nand4_1 > nand3b_1 > clkdlybuf4s50_1"
sta:
  final_period_minus_worst_setup_slack_ns: 11.74
  final-hold-violation-count: 0
  timing.max_slew.rel_slack_pct: 55.2
  timing.setup.tns_ns: 0
  hold_ws_ns: 8.70
  pins_over_their_slew_limit: 0
  max_freq_mhz: 85.2
  setup_violations: 0
  layout_setup_ws_ns: 7.56
  setup_repair_after_global_routing_missed_its_margin: "false"
  tightest_slew_ns: 0.672
  timing.final.crit_share_pct: 60.8
power:
  pwr-share-seq_pct: 0
  vdd.ir_drop.worst_mv: 0.0152
  p_per_area_nw_per_um2: 26.0
  pwr-share-comb_pct: 100.0
  power_switching_w: 0.0000933
  intPower_w: 0.000121
  leakage_power_nw: 3.01
  p_clk_share_pct: 0
  sw_ratio_pct: 43.5
grt:
  initial_antenna_violation_count: 10
  grt_overflow_total: 0
  gr-usage-all-layers_pct: 12.5
  global_route_wire_length_before_repair_um: 41400
  grt_start_max_net_pins: 50
  grt_pass1_vias: 6348
die:
  rows: 69
  placeableCoreArea_um2: 35600
  die-height_um: 210
  fp_util_pct: 13.7
  die-area_um2: 44100
  pin_count: 301
  die-width_um: 210
placed_design:
  post-dp-hpwl_um: 24700
  gp_congestion: 0.916
  detailed_place.area_um2: 8210
  pre_cts_ws_ns: 7.41
  io_buffer_count: 292
detailed_routing:
  drt.antenna.violating_nets: 0
  drt_iter0_drc: 292
  via_count_of_the_routed_design: 6135
  wl_um: 28600
  drt_pass1_iterations: 7
  vias_per_cell: 4.61
  drc: 0
  routedWlPerCell_um: 21.5
worst_hold_path:
  holdPathEnd: "ALUSrcAD"
  hold_depth: 3
  timing.hold.worst.class: "input port to output port"
  worst_hold_startpoint: "funct[0]"
layout:
  post-route-cell-area_um2: 8220
  flow.area_growth_from_synthesis_pct: 68.9
  final-seq-area_um2: 0
  clock_buf_count: 0
  n_sequential_cell: 0
  final_layout_size_suffix_gt1_share_pct: 8.78
  filler_cell_count: 3915
synth:
  synthDominantAreaCellType: "sky130_fd_sc_hd__mux4_2"
  yosysWarningCount: 1
  synth-area-yosys_um2: 4870
  ys_cells: 606
  synthesis.instances: 606
  netlist_area_um2: 4870
  syn_area_per_cell_um2: 8.03
  synth_cell_types: 61
  area_share_of_the_largest_cell_type_after_synthesis_pct: 26.8
  synth.area.top_cells: "sky130_fd_sc_hd__mux4_2, sky130_fd_sc_hd__ha_1, sky130_fd_sc_hd__a21oi_1, sky130_fd_sc_hd__xor2_1, sky130_fd_sc_hd__xnor2_1"
  yosys.stat.seqShare_pct: 0
outcome:
  run_status: "finished clean"
clock_tree:
  cts.repair_timing.setup_buffer_count: 0
  hold_buffers: 0
  total_of_cells_resized_after_clock_tree_synthesis: 0
job:
  max_cap_viol_count: 0
  tool_warnings: 43
metrics by stage:
| step | instances | util, % | total power (W) |
|---|---|---|---|
| 2_1_floorplan | 606 | - | 0.000110 |
| 5_1_grt | 1329 | 23.1 | 0.000234 |
| 6_report | 1331 | 23.1 | 0.000214 |
| 4_1_cts | 1327 | 23.1 | 0.000218 |
| 3_5_place_dp | 1327 | 23.1 | 0.000216 |
| 3_3_place_gp | 1327 | 23.1 | 0.000216 |
power by group through the flow:
stage | Combinational (W) | Sequential (W) | Clock, W
after CTS | 0.000218 | 0 | 0
after global routing | 0.000234 | 0 | 0.0000000000139
final | 0.000214 | 0 | 0.0000000000278
area by class of cell:
type	count	area (um^2)	share of cell area, %
Inverter	13	48.8	0.593
Antenna cell	4	10.0	0.122
Timing Repair Buffer	300	2960	36.0
Multi-Input combinational cell	553	4620	56.2
Tap cell	461	577	7.01
routing by layer:
metal	track usage, %	share of wire, %
met5	0	0.24
met4	0.620	0.31
met3	3.23	8.2
met2	20.6	48
met1	16.9	44
cell families (layout without fill, tap and decap cells):
kind of cell / after synthesis / after routing / synth area share [%]
xor gates and xnor gates: 53 / 53 / 9.54
other: 0 / 4 / 0
buffers and inverters: 53 / 313 / 4.99
muxes: 74 / 74 / 30.3
AOI/OAI and AO/OA: 204 / 204 / 27.6
and+or+nand+nor: 189 / 189 / 18.9
adders and majority gates: 33 / 33 / 8.64
how the worst max path moves through the flow:
stage	to	slack, ns
CTS	PCSrcD	7.41
global route	PCSrcD	7.20
finish	PCBranch[28]	7.56
synthesized netlist by cell type, types with 14 or more instances:
cell type and instances:
sky130_fd_sc_hd__a21oi_1 59, sky130_fd_sc_hd__o211a_1 15, sky130_fd_sc_hd__mux4_2 58, sky130_fd_sc_hd__nor2_1 42, sky130_fd_sc_hd__clkbuf_1 24, sky130_fd_sc_hd__o21ai_0 35, sky130_fd_sc_hd__ha_1 32, sky130_fd_sc_hd__xor2_1 27
sky130_fd_sc_hd__nand3_1 20, sky130_fd_sc_hd__xnor2_1 26, sky130_fd_sc_hd__a21o_1 17, sky130_fd_sc_hd__nand4_1 14, sky130_fd_sc_hd__nand2_1 58, sky130_fd_sc_hd__o211ai_1 17
cell usage in the layout, fill, tap and decap left out, types with 8 or more instances in the layout:
cell type and instances:
sky130_fd_sc_hd__clkdlybuf4s50_1 288, sky130_fd_sc_hd__a21oi_1 59, sky130_fd_sc_hd__nand2_1 58, sky130_fd_sc_hd__mux4_2 58, sky130_fd_sc_hd__nor2_1 42, sky130_fd_sc_hd__o21ai_0 35
sky130_fd_sc_hd__ha_1 32, sky130_fd_sc_hd__xor2_1 27, sky130_fd_sc_hd__xnor2_1 26, sky130_fd_sc_hd__nand3_1 20, sky130_fd_sc_hd__o211ai_1 17, sky130_fd_sc_hd__a21o_1 17
sky130_fd_sc_hd__o211a_1 15, sky130_fd_sc_hd__nand4_1 14, sky130_fd_sc_hd__inv_1 13, sky130_fd_sc_hd__nor4_1 13, sky130_fd_sc_hd__a211oi_1 12, sky130_fd_sc_hd__mux2i_1 10
sky130_fd_sc_hd__o21a_1 9, sky130_fd_sc_hd__nor3_1 9, sky130_fd_sc_hd__o21ai_1 8, sky130_fd_sc_hd__buf_4 8
Power figures rest on the tool's default switching activity, not on a simulated workload.
