## flow/design.v

```verilog
`timescale 1ns / 1ps
module ID(
input clk,
input rst_n,
input [31:0] InstrD,
input RegWriteW,
input [4:0] RegWriteAddrW,
input [31:0] RegWriteDataW,
output [31:0] SignImmD,
output [31:0] RegD1D,
output [31:0] RegD2D,
output [4:0] ShamtD
    );
SignExtend		u_SignExtend(		 
.Imm				(InstrD[15:0]),
.SignImm			(SignImmD)
);
RegFile			u_RegFile(
.clk				(clk),
.rst_n			(rst_n),
.r1_addr			(InstrD[25:21]),
.r2_addr			(InstrD[20:16]),
.r3_addr			(RegWriteAddrW),
.r3_wr			(RegWriteW),
.din				(RegWriteDataW),
.r1_dout			(RegD1D),
.r2_dout			(RegD2D)
);
assign ShamtD = InstrD[10:6];
endmodule
`timescale 1ns / 1ps
module RegFile(
    input clk,
    input rst_n,
    input [4:0] r1_addr,
    input [4:0] r2_addr,
    input [4:0] r3_addr,
    input [31:0] din,
    input r3_wr,
    output reg [31:0] r1_dout,
    output reg [31:0] r2_dout
);
reg [31:0] Reg[0:31];
integer i;
always@(*) begin
  r1_dout = Reg[r1_addr];
  r2_dout = Reg[r2_addr];
end
always@(negedge clk or negedge rst_n) begin
	if(~rst_n) begin
		for(i=0;i<32;i=i+1)
			Reg[i] <= 0;
	end
	else begin
		if(r3_wr == 1'b1)
			Reg[r3_addr] <= din;
	end
end
endmodule
`timescale 1ns / 1ps
module SignExtend(
input signed [15:0] Imm,
output reg [31:0] SignImm
    );
always@(*) begin
	if(Imm[15:15] == 1)
		SignImm = {16'b1111111111111111,Imm};
	else
		SignImm = {16'b0,Imm};
end
endmodule
```

## flow/run.sh

```bash
#!/bin/bash
# OpenROAD 26Q1-2900-gdf79404cd8, Yosys 0.63+post, stock flow scripts
make -C /OpenROAD-flow-scripts/flow DESIGN_CONFIG=/design/flow/config.mk WORK_HOME=/design/flow/orfs finish
```

## flow/config.mk

```make
export PLATFORM = sky130hd
export DESIGN_NAME = ID
export DESIGN_NICKNAME = ID
export VERILOG_FILES = /design/flow/design.v
export SDC_FILE = /design/flow/constraint.sdc
export NUM_CORES = 4
export LEC_CHECK = 1
export CORE_UTILIZATION = 30
```

## flow/constraint.sdc

```tcl
current_design ID

set clk_period 9.3
set clk_io_pct 0.2

create_clock -name clk0 -period $clk_period [get_ports {clk}]

set non_clock_inputs [all_inputs -no_clocks]
set_input_delay [expr $clk_period * $clk_io_pct] -clock clk0 $non_clock_inputs
set_output_delay [expr $clk_period * $clk_io_pct] -clock clk0 [all_outputs]
```

==> flow_summary.yaml <==
# implementation run metrics
status:
  status: "finished clean"
floorplanning:
  die_h_um: 420
  fp_util: 0.302
  rows: 153
  die_area_um2: 177000
  dieWidth_um: 420
  io_pins: 173
  core-area_um2: 174000
place:
  io_buffers: 113
  place_congestion: 1.05
  dpl.hpwl_um: 177000
final_timing:
  setup_viol: 0
  hold_viol_final: 0
  grt_setup_unrepaired: "false"
  tns_ns: 0
  slew_headroom: 0.194
  slew_violations: 0
  tightestPinTransition_ns: 1.20
  finClkSkew_ns: 0
synthesis:
  xor_share: 0
  yosys.area_share.simple: 0.0714
  edf_count: 0
  syn_inst: 4437
  aoi_share: 0.158
  topCombFamilyByArea: "multiplexers"
  ys_warn_count: 3
  synthArstFlopShare: 1.00
  synthesis.area_um2: 52400
  ys_cells: 4437
  synth_flop_count: 1024
  syn_area_per_cell_um2: 11.8
  ys_sh_adder: 0
  ff_type: "dfrtn_1"
  yosys_area_um2: 52400
  ys_types: 73
  yosys.stat.seqShare: 0.489
  mux_share: 0.238
detailed_routing:
  drt_wl_total_um: 296000
  ant_nets: 0
  dr.pass1.iters: 10
  initialDrtViolationCount: 6095
  vias: 46997
  vias_per_cell: 6.77
  route.detailed.drc: 0
  wire_per_inst_um: 42.7
worst_setup_path:
  r2r_start: "u_RegFile.Reg[27][25]"
  worstPathRequired_ns: 7.44
  cp-start-kind: "flip-flop"
  crit_slowest_cell: "mux4_2"
  crit_family: "buffers and inverters"
  critPathMaxFanout: 2
  setup.worst_path.start: "u_RegFile.Reg[27][25]"
  crit_chain: "buf_4, mux4_2, a31oi_1, nand4_1, o22a_2, clkdlybuf4s50_1"
  slowest_delay_ns: 0.46
  path_class: "flip-flop to output pin"
  crit_buf_inv: 2
  crit_arrival_ns: 7.43
  endpoint_kind: "output pin"
clock_network:
  cts_hold_buf: 0
  cts.sinks: 1024
  cts_buffers: 112
  cts_tree: "built"
  clock_latency_ns: 0.65
  clk_pin_slew_ns: 0.05
  cts.path.max_buffers: 3
  cts_root_buf: "clkbuf_16"
  h-tree-depth: 3
global_route:
  grt_pass1_vias: 45804
  grt_usage: 0.345
  antenna_found_initial: 24
  grt_first_pass_wirelength_um: 399000
  grt_max_degree: 111
  grt.overflow.total: 0
run:
  warning_count: 47
  maxCapViolCount: 0
layout:
  utilization: 0.357
  top_regs: "u_RegFile.Reg: 1024 flops"
  top_register: "u_RegFile.Reg"
  area_growth_pct: 18.4
  layout_top_cells: "mux2_2 (1038), dfrtn_1 (1024), a22oi_1 (648)"
  largest_reg_flops: 1024
  fillerInstances: 16841
  drive_above_1_share: 0.368
  layout_top_cell: "mux2_2"
power:
  irDropWorstVdd_mv: 0.149
  power_density_nw_per_um2: 214
  p_leak_uw: 0.0262
worst_hold_path:
  hold_path_class: "flip-flop to flip-flop"
  worstHoldStart: "u_RegFile.Reg[19][13]"
per-layer routing:
metal / track usage / routed length, um / vias to the layer above
met1: 0.394 / 99400 / 23659
met3: 0.229 / 50100 / 1675
met4: 0.258 / 29700 / 55
met5: 0.0303 / 1010 / -
met2: 0.453 / 116000 / 4378
li1: - / - / 17230
stage by stage:
| stage | total power (uW) | instance area (um^2) | setup WS [ns] | hold WS [ns] | std cells |
|---|---|---|---|---|---|
| after floorplan | 7170 | 52400 | 1.12 | 0.437 | 4437 |
| after global placement | 8210 | 57800 | 0.350 | 0.459 | 6708 |
| after detailed placement | 8260 | 57800 | 0.359 | 0.469 | 6708 |
| after CTS | 13200 | 61900 | 0.000671 | 0.469 | 6919 |
| after global routing | 13600 | 62000 | 0.000853 | 0.485 | 6923 |
| final | 13300 | 62100 | 0.0114 | 0.467 | 6944 |
cell usage after synthesis (6+ instances only):
| cell type | instances | area share |
|---|---|---|
| nor3b_1 | 6 | 0.00086 |
| o21ai_0 | 34 | 0.0032 |
| and4_1 | 11 | 0.0018 |
| nor2b_1 | 26 | 0.0031 |
| a21oi_1 | 85 | 0.0081 |
| o32a_1 | 12 | 0.0023 |
| nor2_4 | 8 | 0.0017 |
| inv_1 | 7 | 0.00050 |
| o22a_1 | 13 | 0.0022 |
| mux2i_1 | 60 | 0.011 |
| nand4b_1 | 7 | 0.0012 |
| buf_1 | 31 | 0.0022 |
| a221o_1 | 6 | 0.0011 |
| a221oi_1 | 53 | 0.0089 |
| nand4_1 | 100 | 0.012 |
| a22oi_1 | 650 | 0.093 |
| buf_2 | 192 | 0.018 |
| buf_6 | 7 | 0.0015 |
| nand3_1 | 55 | 0.0052 |
| nor2_2 | 23 | 0.0027 |
| or3b_1 | 6 | 0.0010 |
| a211oi_1 | 7 | 0.0010 |
| buf_4 | 65 | 0.0093 |
| mux2_1 | 14 | 0.0030 |
| a22o_1 | 87 | 0.015 |
| nand3b_1 | 7 | 0.0010 |
| dfrtn_1 | 1024 | 0.49 |
| clkbuf_1 | 172 | 0.012 |
| nor2_1 | 163 | 0.012 |
| nand2b_1 | 9 | 0.0011 |
| nor3_1 | 53 | 0.0051 |
| and3_1 | 10 | 0.0012 |
| nor4_1 | 22 | 0.0026 |
| a31oi_1 | 29 | 0.0035 |
| mux2_2 | 1038 | 0.22 |
| a32oi_1 | 25 | 0.0042 |
| a2bb2oi_1 | 6 | 0.0010 |
| a2111oi_0 | 11 | 0.0018 |
| nand2_1 | 179 | 0.013 |
| a222oi_1 | 25 | 0.0048 |
| o22ai_1 | 21 | 0.0025 |
| or3_1 | 9 | 0.0011 |
| a32o_1 | 8 | 0.0015 |
where the power goes:
| group | internal [uW] | switching, uW | leakage, uW |
|---|---|---|---|
| combinational | 1050 | 1040 | 0.0111 |
| clock | 2980 | 1990 | 0.00200 |
| sequential | 5410 | 815 | 0.0131 |
| total | 9440 | 3840 | 0.0262 |
timing repair:
item                                    CTS  global route
setup buffers                             2             2
pin swaps                                 6            17
endpoints found under the setup margin   13            16
resized                                  27            22
worst paths after layout:
path,end,slack [ns],cells past startpoint
max in group asynchronous,u_RegFile.Reg[30][7],2.34,2
hold reg to reg,u_RegFile.Reg[19][13],0.47,1
setup reg to reg,u_RegFile.Reg[27][25],8.28,2
setup / recovery,RegD1D[25],0.01,6
min in group asynchronous,u_RegFile.Reg[4][0],5.75,1
hold / removal,u_RegFile.Reg[19][13],0.47,1
cell families after synthesis:
logic type,count (synthesis)
mux,1113
buf+inv,475
simple gates,725
compound gates,1100
flops,1024
cell type report:
| class | count | area (um^2) | area share |
|---|---|---|---|
| antenna | 23 | 57.6 | 0.000927 |
| clock buffer | 159 | 3330 | 0.0537 |
| multi-input combinational | 2938 | 25200 | 0.406 |
| tap | 2325 | 2910 | 0.0468 |
| inverter | 8 | 30.0 | 0.000484 |
| sequential | 1024 | 25600 | 0.413 |
| clock inverter | 50 | 742 | 0.0119 |
| timing repair buffer | 417 | 4190 | 0.0675 |
Power figures rest on the tool's default switching activity, not on a simulated workload.
