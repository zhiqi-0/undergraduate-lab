==> design.v <==
`timescale 1ns / 1ps
module ALU(
input signed [31:0] alu_a,
input signed [31:0] alu_b,
input [4:0] alu_op,
output reg [31:0] alu_out,
output reg zero
);
initial begin
	alu_out = 0;
end
parameter A_NOP = 5'h0, A_ADD = 5'h1, A_SUB = 5'h2;
parameter A_AND = 5'h3, A_OR = 5'h4, A_XOR = 5'h5;
parameter A_NOR = 5'h6, A_ZERO = 5'h7, A_LShift16 = 5'h8;
parameter A_SLL = 5'h9, A_SRL = 5'h10;
always@(*) begin
	case(alu_op)
	A_ADD: alu_out = alu_a + alu_b;
	A_SUB: alu_out = alu_a - alu_b;
	A_AND: alu_out = alu_a & alu_b;
	A_OR : alu_out = alu_a | alu_b;
	A_XOR: alu_out = alu_a ^ alu_b;
	A_NOR: alu_out = ~(alu_a | alu_b);
	A_ZERO: alu_out = 0;
	A_LShift16: alu_out = alu_b << 16;
	A_SLL: alu_out = alu_b << alu_a;
	A_SRL: alu_out = alu_b >> alu_a;
	default: ;
	endcase
end
always@(*) begin
	if(alu_out == 0)
		zero = 1'b1;
	else
		zero = 1'b0;
end
endmodule
`timescale 1ns / 1ps
module EX(
input rst_n,
input [31:0] RegD1E,
input [31:0] RegD2E1,
input [31:0] SignImmE,
input [4:0]  ShamtE,
input [4:0] RegWriteAddrE1,
input [4:0] RegWriteAddrE2,
input ALUSrcAE,
input ALUSrcBE,
input [4:0] ALUopE,
input RegDstE,
output Zero,
output [31:0] ALUResE,
output reg [4:0] RegWriteAddrE,
output reg [31:0] RegD2E,
input [31:0] ALUResM,
input [31:0] RegWriteDataW,
input [31:0] DataMemDM,
input [1:0] ForwardAE,
input [1:0] ForwardBE
    );
reg [31:0] ALUR2;
reg [31:0] ALUR1;
reg [31:0] ALUR2t;
reg [31:0] ALUR1t;
ALU				u_ALU(
.alu_a			(ALUR1),
.alu_b			(ALUR2),
.alu_op			(ALUopE),
.zero				(Zero),
.alu_out			(ALUResE)
);
always@(*) begin
	if(~rst_n) begin
		ALUR2 <= 0; ALUR1<= 0;
		RegD2E <= 0;
		RegWriteAddrE <= 0;
	end
	else begin
		case(ForwardAE)
		2'b00: ALUR1t <= RegD1E;
		2'b01: ALUR1t <= RegWriteDataW;
		2'b10: ALUR1t <= ALUResM;
		2'b11: ALUR1t <= DataMemDM;
		endcase
		case(ForwardBE)
		2'b00: ALUR2t <= RegD2E1;
		2'b01: ALUR2t <= RegWriteDataW;
		2'b10: ALUR2t <= ALUResM;
		2'b11: ALUR2t <= DataMemDM;
		endcase
		if(ALUSrcBE == 1)
			ALUR2 <= SignImmE;
		else
			ALUR2 <= ALUR2t;
		if(ALUSrcAE == 1)
			ALUR1 <= ShamtE;
		else
			ALUR1 <= ALUR1t;
		RegD2E <= ALUR2t;
		if(RegDstE == 1)
			RegWriteAddrE <= RegWriteAddrE2;
		else
			RegWriteAddrE <= RegWriteAddrE1;
	end
end
endmodule
==> run.sh <==
#!/bin/bash
# OpenROAD 26Q1-2900-gdf79404cd8, Yosys 0.63+post, stock flow scripts
make -C /OpenROAD-flow-scripts/flow DESIGN_CONFIG=/design/flow/config.mk WORK_HOME=/design/flow/orfs finish
==> config.mk <==
export PLATFORM = sky130hd
export DESIGN_NAME = EX
export DESIGN_NICKNAME = EX
export VERILOG_FILES = /design/flow/design.v
export SDC_FILE = /design/flow/constraint.sdc
export NUM_CORES = 4
export LEC_CHECK = 1
export CORE_UTILIZATION = 50
==> constraint.sdc <==
current_design EX

set clk_period 1.0
set clk_io_pct 0.2

create_clock -name clk0 -period $clk_period

set non_clock_inputs [all_inputs -no_clocks]
set_input_delay [expr $clk_period * $clk_io_pct] -clock clk0 $non_clock_inputs
set_output_delay [expr $clk_period * $clk_io_pct] -clock clk0 [all_outputs]
==> results.sh <==
# physical design summary
export IMPL_hold_viol_final=0
export IMPL_final_fill_count=1778
export IMPL_gr_total_overflow=0
export IMPL_relSlewSlack_pct=21.7
export IMPL_syn_avg_cell_area_um2=8.07
export IMPL_maxUsedRoutingLayer="met5"
export IMPL_pin_count_of_the_biggest_net_entering_global_routing=66
export IMPL_static_leakage_power_nw=6.66
export IMPL_power_total_mw=9.59
export IMPL_final_comb_area_um2=10200
export IMPL_top_cells_by_area="mux4_2 16%, ha_1 9.6%, dlxtp_1 7.8%, mux2i_1 4.6%, a21oi_1 4.5%"
export IMPL_cp_max_fo=6
export IMPL_synth_area_yosys_um2=12300
export IMPL_power_net_switching_mw=5.10
export IMPL_synthesis_instances=1521
export IMPL_met3WireLength_um=12700
export IMPL_untimed_endpoints=129
export IMPL_fin_crit_sh_pct=114
export IMPL_worst_path_max_delay_cell="buf_2"
export IMPL_setup_viol_count_final=29
export IMPL_vdd_ir_drop_max_mv=0.395
export IMPL_final_setup_tns_ns=-1.48
export IMPL_final_period_minus_worst_setup_slack_ns=1.14
export IMPL_grt_setup_unrepaired="true"
export IMPL_cp_num_buf_inv=6
export IMPL_postLayoutCoreUtil_pct=66.5
export IMPL_count_of_input_and_output_buffers=290
export IMPL_cp_data_required_time_ns=0.80
export IMPL_yosys_area_share_adder_pct=9.74
export IMPL_detail_route_drc_violations=0
export IMPL_chipArea_um2=25200
export IMPL_synth_compound_area_share_pct=22.9
export IMPL_initialDrtViolationCount=2282
export IMPL_drt_wirelength_per_cell_um=33.6
export IMPL_hold_fix_buffer_count_after_cts=0
export IMPL_tool_warnings=67
export IMPL_avgViaCountPerCell=7.28
export IMPL_final_layout_size_suffix_gt1_share_pct=17.6
export IMPL_synth_yosys_num_cells=1521
export IMPL_syn_area_um2=12300
export IMPL_timing_final_ws_setup_ns=-0.137
export IMPL_route_vias_total=15300
export IMPL_yosys_register_bits=96
export IMPL_critPathMaxStageDelay_ns=0.14
export IMPL_routed_wl_um=70700
export IMPL_violations="negative setup slack"
export IMPL_floorplan_die_width_um=159
export IMPL_synth_cell_types=93
export IMPL_max_cap_violations=0
export IMPL_floorplan_initialDensity_pct=51.7
export IMPL_placement_row_count=56
export IMPL_yosysWarningCount=2
export IMPL_postSynth_asyncResetShare_pct=0
export IMPL_synthDominantCellAreaShare_pct=16.0
export IMPL_timing_critical_path_from_type="primary input"
export IMPL_global_route_usage_total_pct=53.1
export IMPL_syn2layout_area_growth_pct=28.6
export IMPL_topCombFamilyByArea="multiplexers"
export IMPL_placeableCoreArea_um2=23800
export IMPL_power_switching_share_pct=53.2
export IMPL_floorplan_io_pins=290
export IMPL_synth_cellmix_simpleShare_pct=17.4
export IMPL_enable_flop_cells=0
export IMPL_place_gp_congestion=1.05
export IMPL_detail_route_first_pass_iterations=12
export IMPL_worst_tran_pin_value_ns=1.16
export IMPL_wl_met1_um=23500
export IMPL_maxClockFrequency_mhz=879
export IMPL_timing_critical_path_cells="buf_12, buf_16, buf_6, inv_6, buf_12, nor2_4, buf_2"
export IMPL_via_count_of_the_first_global_routing_pass=14400
export IMPL_critical_path_class="primary input to output port"
export IMPL_place_hpwl_um=49700
export IMPL_status="complete, but fails checks"
export IMPL_seq_area_um2=1440
export IMPL_worst_path_dominant_cell_family="buffers and inverters"
export IMPL_area_leader_netlist="mux4_2"
export IMPL_initial_antenna_violation_count=23
export IMPL_report_final_slew_viol_count=0
export IMPL_power_internal_mw=4.49
export IMPL_yosys_most_used_dff="dlxtp_1"
export IMPL_hp_class="primary input to output port"
export IMPL_mux_share_pct=25.4
export IMPL_met2_wirelength_um=27500
export IMPL_drtAntennaViolNets=0
export IMPL_die_h_um=159
export IMPL_number_of_register_pins_that_no_clock_reaches=96
export IMPL_power_density_nw_per_um2=607
export IMPL_worstPathArrival_ns=0.94
export IMPL_synth_cellmix_xorXnorShare_pct=6.12
export IMPL_crit_top_cell="buf_12"
export IMPL_end_kind="output port"
export IMPL_global_route_wire_length_before_repair_um=95300
-- cells in the final DEF (no fill, tap or decap), drive strengths merged, types with 16 or more instances in the layout --
master / Yosys / layout
a21o: 16 / 16
a21oi: 111 / 111
a221oi: 19 / 19
and2: 52 / 52
buf: 61 / 105
clkdlybuf4s50: 0 / 237
diode: 0 / 20
dlxtn: 32 / 32
dlxtp: 64 / 64
ha: 94 / 94
inv: 73 / 73
mux2: 46 / 46
mux2i: 58 / 58
mux4: 87 / 87
nand2: 121 / 121
nand3: 43 / 43
nor2: 126 / 126
nor3: 28 / 28
nor4: 19 / 19
o211ai: 20 / 20
o21ai: 117 / 117
xnor2: 43 / 43
xor2: 42 / 42
-- cells by family after synthesis --
group                    count (synthesis)
buffers and inverters                  185
latches                                 96
adder cells (fa/ha/maj)                 95
XOR/XNOR                                85
multiplexers                           191
AND-OR/OR-AND                          429
AND/OR/NAND/NOR                        440
-- worst paths after layout --
path                            to  slack (ns)     from  cells after the start
setup / recovery  RegWriteAddrE[2]       -0.14    rst_n                      7
hold / removal    RegWriteAddrE[3]        0.92  RegDstE                      4
-- sequential cells by signal, summed over array words and instances, names as in the netlist --
| register | flops |
|---|---|
| ALUR1t | 32 |
| ALUR2t | 32 |
| u_ALU.alu_out | 32 |
-- layer usage --
metal	up-vias	track usage [%]
met5	-	2.17
met4	16	32.7
met3	531	26.3
met2	1588	75.1
met1	6993	64.7
li1	6198	-
-- synthesized netlist by cell type, drive strengths merged, types with 11 or more instances --
| master | instances |
|---|---|
| nor2 | 126 |
| nand2 | 121 |
| o21ai | 117 |
| a21oi | 111 |
| ha | 94 |
| mux4 | 87 |
| inv | 73 |
| dlxtp | 64 |
| buf | 61 |
| mux2i | 58 |
| and2 | 52 |
| clkbuf | 49 |
| mux2 | 46 |
| nand3 | 43 |
| xnor2 | 43 |
| xor2 | 42 |
| dlxtn | 32 |
| nor3 | 28 |
| o211ai | 20 |
| a221oi | 19 |
| nor4 | 19 |
| a21o | 16 |
| a31oi | 14 |
| a22oi | 13 |
| o221ai | 11 |
-- stage by stage --
stage	instances	cell area [um^2]	setup slack, ns	hold WS, ns
floorplan	1521	12300	-0.171	0.482
global placement	2056	15300	-0.715	1.19
detailed placement	2056	15300	-0.806	1.20
CTS	2086	15700	-0.133	0.821
global route	2103	15800	-0.134	0.900
finish	2105	15800	-0.137	0.918
-- final cells by class --
| class | count | share of cell area [%] |
|---|---|---|
| Multi-Input combinational cell | 1240 | 64.4 |
| Tap cell | 319 | 2.53 |
| Antenna cell | 20 | 0.317 |
| Inverter | 75 | 1.83 |
| Sequential cell | 96 | 9.13 |
| Timing Repair Buffer | 355 | 21.8 |
-- power by group through the flow --
stage | logic (mW) | clock network [mW] | registers, mW
CTS | 8.00 | 0 | 0.875
global route | 9.00 | 0.00000138 | 0.938
-- what timing repair did --
item / CTS / global route
setup endpoints to repair: 37 / 36
buffers inserted: 27 / 5
cloned: 3 / 0
pin swaps: 5 / 0
gates resized: 189 / 36
No activity file was given, so power comes from the tool's default toggle rates.
